File: flow/config.mk
export PLATFORM = sky130hd
export DESIGN_NAME = scandoubler
export DESIGN_NICKNAME = scandoubler
export VERILOG_FILES = /design/flow/design.v
export SDC_FILE = /design/flow/constraint.sdc
export NUM_CORES = 4
export LEC_CHECK = 1
export CORE_UTILIZATION = 30
export SYNTH_MEMORY_MAX_BITS = 65536
File: flow/constraint.sdc
current_design scandoubler

set clk_period 5892.4
set clk_io_pct 0.2

create_clock -name clk0 -period $clk_period [get_ports {clk_sys}]

set non_clock_inputs [all_inputs -no_clocks]
set_input_delay [expr $clk_period * $clk_io_pct] -clock clk0 $non_clock_inputs
set_output_delay [expr $clk_period * $clk_io_pct] -clock clk0 [all_outputs]
File: flow/design.v
module scandoubler
(
	input            clk_sys,
	input      [1:0] scanlines,
	input            ce_x1,
	input            ce_x2,
	input            hs_in,
	input            vs_in,
	input      [COLOR_DEPTH-1:0] r_in,
	input      [COLOR_DEPTH-1:0] g_in,
	input      [COLOR_DEPTH-1:0] b_in,
	output reg       hs_out,
	output reg       vs_out,
	output reg [5:0] r_out,
	output reg [5:0] g_out,
	output reg [5:0] b_out
);
parameter HCNT_WIDTH = 9;
parameter COLOR_DEPTH = 6;
reg scanline;
reg [5:0] r;
reg [5:0] g;
reg [5:0] b;
always @(*) begin
	if (COLOR_DEPTH == 6) begin
		b = sd_out[5:0];
		g = sd_out[11:6];
		r = sd_out[17:12];
	end else if (COLOR_DEPTH == 2) begin
		b = {3{sd_out[1:0]}};
		g = {3{sd_out[3:2]}};
		r = {3{sd_out[5:4]}};
	end else if (COLOR_DEPTH == 1) begin
		b = {6{sd_out[0]}};
		g = {6{sd_out[1]}};
		r = {6{sd_out[2]}};
	end else begin
		b = { sd_out[COLOR_DEPTH-1:0], sd_out[COLOR_DEPTH-1 -:(6-COLOR_DEPTH)] };
		g = { sd_out[COLOR_DEPTH*2-1:COLOR_DEPTH], sd_out[COLOR_DEPTH*2-1 -:(6-COLOR_DEPTH)] };
		r = { sd_out[COLOR_DEPTH*3-1:COLOR_DEPTH*2], sd_out[COLOR_DEPTH*3-1 -:(6-COLOR_DEPTH)] };
	end
end
always @(posedge clk_sys) begin
	if(ce_x2) begin
		hs_out <= hs_sd;
		vs_out <= vs_in;
		if(vs_out != vs_in) scanline <= 0;
		if(hs_out && !hs_sd) scanline <= !scanline;
		if(!scanline || !scanlines) begin
			r_out <= r;
			g_out <= g;
			b_out <= b;
		end else begin
			case(scanlines)
				1: begin  
					r_out <= {1'b0, r[5:1]} + {2'b00, r[5:2] };
					g_out <= {1'b0, g[5:1]} + {2'b00, g[5:2] };
					b_out <= {1'b0, b[5:1]} + {2'b00, b[5:2] };
				end
				2: begin  
					r_out <= {1'b0, r[5:1]};
					g_out <= {1'b0, g[5:1]};
					b_out <= {1'b0, b[5:1]};
				end
				3: begin  
					r_out <= {2'b00, r[5:2]};
					g_out <= {2'b00, g[5:2]};
					b_out <= {2'b00, b[5:2]};
				end
			endcase
		end
	end
end
reg [COLOR_DEPTH*3-1:0] sd_out;
(* ramstyle = "no_rw_check" *) reg [COLOR_DEPTH*3-1:0] sd_buffer[2*2**HCNT_WIDTH];
reg        line_toggle;
reg  [HCNT_WIDTH-1:0] hs_max;
reg  [HCNT_WIDTH-1:0] hs_rise;
reg  [HCNT_WIDTH-1:0] hcnt;
always @(posedge clk_sys) begin
	reg hsD, vsD;
	if(ce_x1) begin
		hsD <= hs_in;
		if(hsD && !hs_in) begin
			hs_max <= hcnt;
			hcnt <= 0;
		end else begin
			hcnt <= hcnt + 1'd1;
		end
		if(!hsD && hs_in) hs_rise <= hcnt;
		vsD <= vs_in;
		if(vsD != vs_in) line_toggle <= 0;
		if(hsD && !hs_in) line_toggle <= !line_toggle;
		sd_buffer[{line_toggle, hcnt}] <= {r_in, g_in, b_in};
	end
end
reg  [HCNT_WIDTH-1:0] sd_hcnt;
reg        hs_sd;
always @(posedge clk_sys) begin
	reg hsD;
	if(ce_x2) begin
		hsD <= hs_in;
		sd_hcnt <= sd_hcnt + 1'd1;
		if(hsD && !hs_in)     sd_hcnt <= hs_max;
		if(sd_hcnt == hs_max) sd_hcnt <= 0;
		if(sd_hcnt == hs_max)  hs_sd <= 0;
		if(sd_hcnt == hs_rise) hs_sd <= 1;
		sd_out <= sd_buffer[{~line_toggle, sd_hcnt}];
	end
end
endmodule
File: flow/run.sh
#!/bin/bash
# OpenROAD 26Q1-2900-gdf79404cd8, Yosys 0.63+post, stock flow scripts
make -C /OpenROAD-flow-scripts/flow DESIGN_CONFIG=/design/flow/config.mk WORK_HOME=/design/flow/orfs finish
==> GITHUB_STEP_SUMMARY <==
### Yosys + OpenROAD results

| Metric | Value |
|---|---|
| R2R setup slack | 5882190 ps |
| Final Setup Violations | 0 |
| Sw Pwr | 73.2 uW |
| Cells in synth_stat.txt | ~32000 |
| Combinational share of power | 11.1% |
| Final Hold Viols | 0 |
| Met1 GRT Util | 18.2% |
| Stage-log warning count | roughly 54 |
| Gates resized, CTS repair | 0 |
| Final number of max-transition violations | 0 |
| Chip Area | 2.38 sq mm |
| P_leak | between 200 and 300 nW |
| Placed cells | 64596 |
| Clock Skews | 331 ps |
| Clk pwr share | 39.5% |
| Post-synth top flop | edfxtp_1 |
| TritonCTS Buffers | 1858 |
| Die X | roughly 1500 um |
| Clk slew on worst S/H paths | 60 ps |
| Antenna-violating nets left | 0 |
| Fraction of registers with async set/reset | 0% |
| Total of max-cap violations | 0 |
| Critical Path RT | 5893520 ps |
| Maximum clock path buffer count | 6 |
| Core area | about 2.4 sq mm |
| Final core occ | 34.9% |
| Distinct lib cells | 91 |
| Pint | 220 uW |
| I/O pin cnt | 45 |
| GR peak layer | met2 |
| Sequential share of power | 49.5% |
| WS Path Type | in -> reg |
| Synth-to-layout area growth | 16.1% |
| Hold Crit Start | hs_sd |
| Status | completed |
| Die H | 1540 um |
| First-pass GRT wire length | 3430000 um |
| Wirelength per Cell | roughly 37 um |
| Cell area after synthesis | around 0.7 sq mm |
| Worst Reg2Reg Path Length in Cells | 17 |
| Largest net degree at the start of global routing | ~120 |
| Synth warn | 1 |
| Worst setup SP type | primary input |
| Unrepaired setup endpoints after global routing | no |
| Final Routed Wirelength | 2570000 um |
| Area post-placement | 0.767 sq mm |
| Detail-routed via count per cell | 5.37 |
| Syn_area_per_cell | 22.1 sq um |
| Layout cells sized above 1 | 29.7% |
| Crit Path Max Fanout | 56 |
| Final Non-Filler Cells | 68744 |
| Commonest Layout Cell | edfxtp_1 |
| Relative slew margins | 1.70% |
| Clk latency of the worst-skew pair | 1450 ps |
| Hold depth | 0 |
| Worst setup path startpoint | r_in[1] |
| Registers, synthesis | 18512 |
| Critical R2R Launch | sd_hcnt[0] |
| DRC viols | 0 |
| CP Data Arrival Time | 1183340 ps |
| Fmax | 0.846 MHz |
| Grt met3 use | 25.8% |
| Sum Neg Setup Slack | 0 ps |
| Detailed Routing Iterations Pass 1 | 8 |
| GP Congestion | ~1.0 |
| Total power | ~300 uW |
| Tcrit/Tclk final | 20.1% |
| Gr ovfl total | 0 |
| Worst slack at placement | around 4700000 ps |
| Initial DRC Count | slightly below 30000 |
| Worst hold path class | reg -> reg |
| Yosys Chip Area | around 0.71 sq mm |
| CTS Hold Bufs | 0 |
| Post-layout min period | ~1200000 ps |
| Worst slew pin tran | 1470 ps |
| Via count | 369139 |
| Mapped Cells | 32238 |
| Met2 usage | 30.3% |
| CTS H-tree lvls | 7 |
| Post-DP HPWL | 1700000 um |
| Element type at the critical path end | flip-flop |
| Most numerous logic cells after layout | edfxtp_1, mux4_2, buf_4, clkbuf_16, mux2i_1 |
| Vias in the first global route | 403454 |
| Floorplan core density | 30.1% |
| Fin area | 0.827 sq mm |
| Pwr dens | 0.355 mW/mm^2 |
| Root Driver | clkbuf_16 |
| Initial antenna violation count | about 350 |
| CTS tree | yes |
| Synth Seq Share | 78.0% |
| PnR worst setup slack | 4710190 ps |
| Min Hold Slack | about 480 ps |
| Fillers | 212851 |
| PortBufs | 44 |
| Post-synth EDFFs | 18512 |
| Post-CTS Setup Bufs | 0 |
| Max VDD drop | between 0.2 and 0.3 uV |
| FP Rows | 565 |
| Switching share of power | 24.9% |
| Clock Sink Count | 18512 |
| Total Routing Usage GR | 22.9% |
worst paths after layout:
check,end
hold / removal,hs_out
setup reg to reg,sd_out[13]
hold reg to reg,hs_out
setup / recovery,sd_buffer[294][13]
cells by family (layout without fill, tap and decap cells):
group                    Yosys count  in the layout  synth area share (%)
AND-OR/OR-AND                   3266           3266                  3.18
XOR/XNOR                          39             39                0.0479
adder cells (fa/ha/maj)           26             26                0.0488
buffers and inverters           2034           6238                  1.75
flip-flops                     18512          18512                  78.0
multiplexers                    5908           5908                  15.5
other                              0            834                     0
AND/OR/NAND/NOR                 2453           2453                  1.46
registers in the layout, summed over array words and instances, names as in the netlist, named ones only:
signal / cells
g_out: 6
scanline: 1
hs_out: 1
sd_buffer: 18432
hs_max: 9
hs_sd: 1
line_toggle: 1
sd_out: 18
vs_out: 1
r_out: 6
b_out: 6
hcnt: 9
sd_hcnt: 9
hs_rise: 9
synth_stat cells (135+ instances only):
cell type | n | area share [%]
a22oi_1 | 571 | 0.60
nand3_1 | 181 | 0.13
o21ai_0 | 420 | 0.29
clkbuf_1 | 651 | 0.34
o221ai_1 | 224 | 0.28
a211oi_1 | 158 | 0.17
a221oi_1 | 363 | 0.45
nor2_1 | 1278 | 0.67
nor3_1 | 135 | 0.095
nand2_1 | 576 | 0.30
mux4_2 | 4077 | 13
edfxtp_1 | 18512 | 78
buf_4 | 229 | 0.24
buf_1 | 143 | 0.075
a21oi_1 | 629 | 0.44
buf_2 | 636 | 0.45
o22ai_1 | 311 | 0.27
buf_6 | 226 | 0.36
mux2i_1 | 1752 | 2.5
metal layers:
layer	vias to the layer above	wire length (um)
li1	143505	-
met1	184163	638000
met2	34720	1080000
met3	6194	632000
met4	557	187000
met5	-	29100
power groups by stage:
stage | Clock [mW] | Combinational (mW) | Sequential, mW
after global routing | 0.121 | 0.0327 | 0.145
after CTS | 0.117 | 0.0310 | 0.145
final | 0.116 | 0.0325 | 0.145
critical path, cell delays in order:
cell   delay (ps)
buf_8         380
buf_4         460
buf_4         650
buf_4         740
buf_4         550
buf_4         550
buf_4         640
buf_4         520
area by class of cell:
cell class / count / area, sq um / area share, %
multi-input cells: 11692 / 148000 / 17.9
repair buffers: 2889 / 22700 / 2.74
clock inverters: 1120 / 10500 / 1.26
clock buffers: 2194 / 48200 / 5.83
well taps: 31468 / 39400 / 4.76
diodes: 834 / 2090 / 0.252
inverters: 35 / 173 / 0.0209
flip-flops and latches: 18512 / 556000 / 67.2
No activity file was given, so power comes from the tool's default toggle rates.
