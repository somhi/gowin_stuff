## design.v

```verilog
module hdmidataencoder 
#(parameter FREQ=27000000, FS=48000, CTS=27000, N=6144) 
(
	input 			i_pixclk,
	input 			i_hSync,
	input 			i_vSync,
	input 			i_blank,
	input i_audio_enable,
	input [15:0] 	i_audioL,
	input [15:0] 	i_audioR,	
	output [3:0] 	o_d0,
	output [3:0] 	o_d1,
	output [3:0] 	o_d2,
	output 			o_data
);
localparam [191:0] channelStatus = (FS == 48000)?192'hc202004004:(FS == 44100)?192'hc200004004:192'hc203004004;
localparam [55:0] audioRegenPacket = {N[7:0], N[15:8], 8'h00, CTS[7:0], CTS[15:8], 16'h0000};
reg [23:0] audioPacketHeader;
reg [55:0] audioSubPacket[3:0];
reg [7:0] channelStatusIdx;
reg [16:0] audioTimer;
reg [16:0] ctsTimer;
reg [1:0] samplesHead;
reg [3:0] dataChannel0;
reg [3:0] dataChannel1;
reg [3:0] dataChannel2;
reg [23:0] packetHeader;
reg [55:0] subpacket[3:0];
reg [7:0] bchHdr;
reg [7:0] bchCode [3:0];
reg [4:0] dataOffset;
reg tercData;
reg [25:0] audioRAvgSum;
reg [25:0] audioLAvgSum;
reg [15:0] audioRAvg;
reg [15:0] audioLAvg;
reg [10:0] audioAvgCnt;
reg [15:0] counterX;
reg firstHSyncChange;
reg oddLine;
reg prevHSync;
reg prevBlank;
reg allowGeneration;
initial
begin
	audioPacketHeader<=0;
	audioSubPacket[0]<=0;
	audioSubPacket[1]<=0;
	audioSubPacket[2]<=0;
	audioSubPacket[3]<=0;
	channelStatusIdx<=0;
	audioTimer<=0;
	samplesHead<=0;
	ctsTimer = 0;
	dataChannel0<=0;
	dataChannel1<=0;
	dataChannel2<=0;
	packetHeader<=0;
	subpacket[0]<=0;
	subpacket[1]<=0;
	subpacket[2]<=0;
	subpacket[3]<=0;
	bchHdr<=0;
	bchCode[0]<=0;
	bchCode[1]<=0;
	bchCode[2]<=0;
	bchCode[3]<=0;
	dataOffset<=0;
	tercData<=0;
	oddLine<=0;
	counterX<=0;
	prevHSync = 0;
	prevBlank = 0;
	firstHSyncChange = 0;
	allowGeneration = 0;
	audioRAvg = 0;
	audioLAvg = 0;
	audioRAvgSum = 0;
	audioLAvgSum = 0;
	audioAvgCnt = 1;
end
function [7:0] ECCcode;	 
	input [7:0] code;
	input bita;
	input passthroughData;
	begin
		ECCcode = (code<<1) ^ (((code[7]^bita) && passthroughData)?(1+(1<<6)+(1<<7)):0);
	end
endfunction
task ECCu;
	output outbit;
	inout [7:0] code;
	input bita;
	input passthroughData;
	begin
		outbit <= passthroughData?bita:code[7];
		code <= ECCcode(code, bita, passthroughData);
	end
endtask
task ECC2u;
	output outbita;
	output outbitb;
	inout [7:0] code;
	input bita;
	input bitb;
	input passthroughData;
	begin
		outbita <= passthroughData?bita:code[7];
		outbitb <= passthroughData?bitb:(code[6]^(((code[7]^bita) && passthroughData)?1'b1:1'b0));
		code <= ECCcode(ECCcode(code, bita, passthroughData), bitb, passthroughData);
	end
endtask
task SendPacket;
	inout [32:0] pckHeader;
	inout [55:0] pckData0;
	inout [55:0] pckData1;
	inout [55:0] pckData2;
	inout [55:0] pckData3;
	input firstPacket;
begin
	dataChannel0[0]<=i_hSync;
	dataChannel0[1]<=i_vSync;
	dataChannel0[3]<=(!firstPacket || dataOffset)?1'b1:1'b0;
	ECCu(dataChannel0[2], bchHdr, pckHeader[0], dataOffset<24?1'b1:1'b0);
	ECC2u(dataChannel1[0], dataChannel2[0], bchCode[0], pckData0[0], pckData0[1], dataOffset<28?1'b1:1'b0);
	ECC2u(dataChannel1[1], dataChannel2[1], bchCode[1], pckData1[0], pckData1[1], dataOffset<28?1'b1:1'b0);
	ECC2u(dataChannel1[2], dataChannel2[2], bchCode[2], pckData2[0], pckData2[1], dataOffset<28?1'b1:1'b0);
	ECC2u(dataChannel1[3], dataChannel2[3], bchCode[3], pckData3[0], pckData3[1], dataOffset<28?1'b1:1'b0);
	pckHeader<=pckHeader[23:1];
	pckData0<=pckData0[55:2];
	pckData1<=pckData1[55:2];
	pckData2<=pckData2[55:2];
	pckData3<=pckData3[55:2];
	dataOffset<=dataOffset+5'b1;
end
endtask
task InfoGen;
	inout [16:0] _timer;
begin
	if (_timer >= CTS) begin
		packetHeader<=24'h000001;	 
		subpacket[0]<=audioRegenPacket;
		subpacket[1]<=audioRegenPacket;
		subpacket[2]<=audioRegenPacket;
		subpacket[3]<=audioRegenPacket;
		_timer <= _timer - CTS + 1;
	end else begin
		if (!oddLine) begin
			packetHeader<=24'h0D0282;	 
			subpacket[0]<=56'h00000000191046;
			subpacket[1]<=56'h00000000000000;
		end else begin
			packetHeader<=24'h0A0184;	 
			subpacket[0]<=56'h00000000001160;
			subpacket[1]<=56'h00000000000000;
		end
		subpacket[2]<=56'h00000000000000;
		subpacket[3]<=56'h00000000000000;
	end			
end
endtask
task AproximateAudio;
begin
	audioLAvgSum <= audioLAvgSum + i_audioL;
	audioRAvgSum <= audioRAvgSum + i_audioR;
	audioLAvg <= audioLAvgSum/audioAvgCnt;
	audioRAvg <= audioRAvgSum/audioAvgCnt;
	audioAvgCnt <= audioAvgCnt + 1;
end
endtask
task AudioGen;
begin
	if (!( allowGeneration && counterX >= 32 && counterX < 64)) begin
		if (audioTimer>=FREQ/1000) begin
			audioTimer<=audioTimer-FREQ/1000+FS/1000;
			audioPacketHeader<=audioPacketHeader|24'h000002|((channelStatusIdx==0?24'h100100:24'h000100)<<samplesHead);
			audioSubPacket[samplesHead]<=((audioLAvg<<8)|(audioRAvg<<32)
								|((^audioLAvg)?56'h08000000000000:56'h0)	 
								|((^audioRAvg)?56'h80000000000000:56'h0))	 
								^(channelStatus[channelStatusIdx]?56'hCC000000000000:56'h0);  
			if (channelStatusIdx<191)
				channelStatusIdx<=channelStatusIdx+8'd1;
			else
				channelStatusIdx<=0;
			samplesHead<=samplesHead+2'd1;
			audioLAvgSum <= 0;
			audioRAvgSum <= 0;
			audioAvgCnt <= 1;
		end else begin
			audioTimer<=audioTimer+FS/1000;
			AproximateAudio();
		end
	end else begin
		audioTimer<=audioTimer+FS/1000;
		AproximateAudio();		
		samplesHead<=0;
	end
end
endtask
task SendPackets;
	inout dataEnable;
begin
	if (counterX<32) begin
		dataEnable<=1;
		SendPacket(packetHeader, subpacket[0], subpacket[1], subpacket[2], subpacket[3], 1);
	end else if (counterX<64)	begin
		SendPacket(audioPacketHeader, audioSubPacket[0], audioSubPacket[1], audioSubPacket[2], audioSubPacket[3], 0);
	end else begin
		dataEnable<=0;
	end
end
endtask
always @(posedge i_pixclk)
begin
	AudioGen();
	if(allowGeneration & i_audio_enable) begin
		SendPackets(tercData);
	end else begin
		tercData<=0;
   end 	
	ctsTimer <= ctsTimer + 1;	
	if((prevBlank == 0) && (i_blank == 1)) 
		firstHSyncChange <= 1;
	if((prevBlank == 1) && (i_blank == 0)) 
		allowGeneration <= 0;
	if(prevHSync != i_hSync) begin
		if(firstHSyncChange) begin
			InfoGen(ctsTimer);
		   oddLine <= ! oddLine;
		   counterX  <= 0;
			allowGeneration <= 1;
		end else begin
		   counterX  <= counterX + 1;	
		end
		firstHSyncChange <= !firstHSyncChange;
	end else 
		counterX  <= counterX + 1;	
	prevBlank <= i_blank;
	prevHSync <= i_hSync;
end
assign o_d0 = dataChannel0;
assign o_d1 = dataChannel1;
assign o_d2 = dataChannel2;
assign o_data = tercData;
endmodule
```

## config.mk

```make
export PLATFORM = sky130hd
export DESIGN_NAME = hdmidataencoder
export DESIGN_NICKNAME = hdmidataencoder
export VERILOG_FILES = /design/flow/design.v
export SDC_FILE = /design/flow/constraint.sdc
export NUM_CORES = 4
export LEC_CHECK = 1
export CORE_AREA = 10 10 111 111
export DIE_AREA = 0 0 121 121
```

## constraint.sdc

```tcl
current_design hdmidataencoder

set clk_period 2.7
set clk_io_pct 0.2

create_clock -name clk0 -period $clk_period [get_ports {i_pixclk}]

set non_clock_inputs [all_inputs -no_clocks]
set_input_delay [expr $clk_period * $clk_io_pct] -clock clk0 $non_clock_inputs
set_output_delay [expr $clk_period * $clk_io_pct] -clock clk0 [all_outputs]
```

## run.sh

```bash
#!/bin/bash
# OpenROAD 26Q1-2900-gdf79404cd8, Yosys 0.63+post, stock flow scripts
make -C /OpenROAD-flow-scripts/flow DESIGN_CONFIG=/design/flow/config.mk WORK_HOME=/design/flow/orfs finish
```

==> changes_impl.md <==
### Physical design

* CP endpoint: counterX[15]
* Max Fclk at between 0.5 and 0.6 GHz
* Max-cap violations at 0
* Worst r2r src: counterX[8]
* Avg WL per Cell at 7.51 um
* Vias in the first global route at around 740
* Post_cts resized at 0
* Initial Utilization at around an eighth
* Slew Limit Fails at 0
* Yosys Instances at 123
* Worst setup SP type: primary input
* YS warnings at 22
* DR vias at around 800
* Fin crit share at around two thirds
* Clk pwr share at about a third
* Die Area at 14,600 sq um
* # hold bufs at CTS at 0
* Synth unique cells at 27
* Adders+Majority by Area at 2.92%
* Setup crit start: i_hSync
* Setup crit end kind: flop
* Util after Layout at 15.7%
* Met1 WL at around 1.0 mm
* LEAKAGE at 0.538 nW
* Port Buffers at 7
* Ratio of cells with drive above 1 in the final layout at 10.6%
* CTS tree: done
* Initial DRT Pass Iterations at 4
* RSZ-0062 raised after global routing: no
* Peak supply drop at 210 uV
* Clk Latency, worst-skew pair at 0.27 ns
* Setup TNS at 0 ns
* Ant. Diodes at 0
* CP Max Fanout at 10
* Post-CTS setup buffer count at 0
* Post-synth top flop: dfxtp_1
* Status: finished clean
* Worst Path Required at 2.87 ns
* Placed instance area at 1480 sq um
* Inst Count DP at between 200 and 300
* Post-route insts no fill at around 270
* PwrDens at 583 nW/um^2
* Rows at 36
* Top-count cell post-synth: dfxtp_1
* Switching Share at 23.7%
* HP Class: reg2reg
* Top cell type by total area after synthesis: dfxtp_1
* DRC Markers at 0
* IO Count at about 50
* Actual slew at the worst max-slew pin at 0.637 ns
* Final WL at slightly below 2 mm
* Post-Synth AOI/OAI Area at ~2.2%
* # fillers at 1,079
* Mux contribution to synthesized area at 0%
* Flops after synth at 28
* FF-to-FF End: dataChannel0[3]
* Synth cell count leaders: 19 x dfxtp_1, 17 x nor2_1, 10 x buf_4, 10 x xnor2_1
* Register area share after synthesis at between 50 and 60%
* Endpoints failing hold at 0
* 1st-iter DRT viols at 38
* Register share of total power at 58.1%
* Data arrival, critical path at 1.96 ns
* RD Place Congestion at 0.775
* Relative slew slack at 57.4%
* Period minus WS final at 1.79 ns
* Detailed Place HPWL at around 1.5 mm
* DR top layer: met4
* Hold slack at between 0.4 and 0.5 ns
* YS chip area at 1290 sq um
* Area share, top type at roughly 30%
* Largest net degree at the start of global routing at 17
* Clk buf depth at 2
* Post-route antenna net violation count at 0
* Final setup vio count at 0
* Worst Skew at 0.00809 ns
* First-pass GRT wire length at 3.36 mm
* Syn-to-layout area delta at 20.1%
* Mapped Cells at 123
* Psw at 214 uW
* Internal at between 600 and 700 uW
* All-layer global routing usage at 2.62%
* Vias/cell at 3.01
* Metal3 WL at 68 um
* Reg2reg setup slack at 0.91 ns
* Comb power frac at 10.1%
* Routed wl met2 at 844 um
* Netlist Area Pre-Place at ~1300 sq um
* Die width at 121 um
* Total core area at between 9000 and 10,000 sq um
* Simple share at between 20 and 25%
* Dominant kind of combinational cell: simple AND/OR/NAND/NOR gates
* OpenROAD warning count at 58
* FF-to-FF path depth at 3
* Mapped Avg Cell Area at 10.5 sq um
* Aggregate global routing overflow at 0
* Htree depth at 1
* CTS Root Cell: clkbuf_8
* CTS Buf Count at 3
* FFs w/ async S/R, synth at 0%
* Sink Count at 28
* Top cells, area: dfxtp_1 30%, edfxtp_1 21%, xnor2_1 6.8%
* Die Height at 121 um
* Fin area at 1550 sq um
* Number of enable flip-flop cells at 9
* CP Class: in2reg
* Clock slew seen by the registers of the worst setup and hold paths at 0.10 ns
* Initial antenna violation count at 0
* Xor/xnor share of the synthesized area at a little under an eighth
placed cells by master (no fill, tap or decap):
master and instances:
a211oi_1 1, a21o_1 1, a31o_1 1, and2_1 2, and3_2 1, and4_2 1
buf_4 1, clkbuf_16 1, clkbuf_8 3, clkdlybuf4s50_1 7, conb_1 10, dfxtp_1 19
edfxtp_1 9, ha_1 3, inv_1 6, nand2_1 6, nand3_1 9, nand4_1 2
nand4_4 2, nor2_1 17, nor2_2 2, nor3_1 3, nor4_1 2, nor4_2 3
o21ai_0 1, or3_1 1, or4b_1 1, xnor2_1 10, xor2_1 7
metal layers:
layer  global-route usage [%]  vias to the layer above
met5                        0                        -
met4                    0.452                        0
met3                    0.614                        4
met2                     3.78                       14
met1                     3.92                      365
li1                         -                      415
worst max-delay path, cell delays in order:
cell	delay, ns
clkdlybuf4s50_1	0.50
xor2_1	0.20
and2_1	0.42
nor2_1	0.08
a31o_1	0.22
registers in the layout, summed over array words and instances, names as in the netlist:
register	flops
prevHSync	1
prevBlank	1
counterX	16
dataOffset	5
dataChannel0	3
firstHSyncChange	1
allowGeneration	1
power groups by stage:
stage         clock network, mW  logic (mW)  registers [mW]
finish                    0.287      0.0909           0.524
global route              0.315       0.104           0.531
CTS                       0.297      0.0938           0.524
cell families (layout without fill, tap and decap cells):
| kind of cell | count (synthesis) | in the layout |
|---|---|---|
| xor gates and xnor gates | 17 | 17 |
| DFF | 28 | 28 |
| AOI/OAI and AO/OA | 4 | 4 |
| and+or+nand+nor | 52 | 52 |
| adders and majority gates | 3 | 3 |
| other | 1 | 10 |
| buffers and inverters | 18 | 18 |
worst min-delay path by stage:
stage | from | end | cells past startpoint
after CTS | allowGeneration | allowGeneration | 2
after global routing | counterX[0] | counterX[0] | 1
final | allowGeneration | allowGeneration | 2
through the flow:
| step | power [mW] | setup WS [ns] |
|---|---|---|
| after floorplan | 0.600 | 1.15 |
| after global placement | 0.624 | 0.630 |
| final | 0.902 | 0.905 |
| after global routing | 0.949 | 0.790 |
| after CTS | 0.914 | 0.882 |
| after detailed placement | 0.627 | 0.610 |
cell type report:
class	instances	area, sq um	area share (%)
multi-input cells	86	563	36.4
inverters	6	22.5	1.46
flip-flops and latches	28	651	42.1
clock buffers	4	66.3	4.29
well taps	133	166	10.8
repair buffers	8	77.6	5.02
No activity file was given, so power comes from the tool's default toggle rates.
